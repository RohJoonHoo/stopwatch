--- design/flow/config.mk ---
export PLATFORM = sky130hd
export DESIGN_NAME = btn_debounce
export DESIGN_NICKNAME = btn_debounce
export VERILOG_FILES = /design/flow/design.v
export SDC_FILE = /design/flow/constraint.sdc
export NUM_CORES = 4
export LEC_CHECK = 1
export CORE_AREA = 10 10 91 91
export DIE_AREA = 0 0 101 101
--- design/flow/constraint.sdc ---
current_design btn_debounce

set clk_period 3.8
set clk_io_pct 0.2

create_clock -name clk0 -period $clk_period [get_ports {clk}]

set non_clock_inputs [all_inputs -no_clocks]
set_input_delay [expr $clk_period * $clk_io_pct] -clock clk0 $non_clock_inputs
set_output_delay [expr $clk_period * $clk_io_pct] -clock clk0 [all_outputs]
--- design/flow/design.v ---
`timescale 1ns / 1ps
module btn_debounce(
    input clk,
    input reset,
    input i_btn,
    output o_btn
    );
    reg [7:0] q_reg, q_next;     
    reg edge_detect;
    wire btn_debounce;
    reg [$clog2(100_000)-1:0] counter;
    reg r_1khz;
    always @(posedge clk, posedge reset) begin
        if (reset) begin
            counter <= 0;
            r_1khz <=0;
        end else begin
            if (counter == 100_000 - 1) begin
                counter <= 0;
                r_1khz <= 1'b1;  
            end else begin   
                counter <= counter + 1;
                r_1khz <= 1'b0; 
            end
        end
    end
    always @(posedge r_1khz, posedge reset) begin
        if (reset) begin
            q_reg <= 0;
        end else begin
            q_reg <= q_next;
        end
    end
    always @(i_btn, r_1khz) begin    
        q_next = {i_btn,q_reg[7:1]} ;    
    end
    assign btn_debounce = &q_reg;
    always @(posedge clk, posedge reset) begin
        if (reset) begin
            edge_detect <= 1'b0;
        end else begin
            edge_detect <= btn_debounce;
        end
    end
    assign o_btn = btn_debounce & (~edge_detect);
endmodule
--- design/flow/run.sh ---
#!/bin/bash
# OpenROAD 26Q1-2900-gdf79404cd8, Yosys 0.63+post, stock flow scripts
make -C /OpenROAD-flow-scripts/flow DESIGN_CONFIG=/design/flow/config.mk WORK_HOME=/design/flow/orfs finish
==> run notes <==
flow finished, numbers: tool warnings=25, # DRC=0, RR Endpoint=counter[9]$_DFF_PP0_, drt first pass iters=4, Clock transition at path regs=70 ps, count of unclocked register or latch pins=8, post-synthesis sequential element count=27, Total GRT Usage=0.0343, GP Congestion=0.766, CTS tree=built, syn avg cell area=12.3 µm², hold_ws=488 ps, Worst Tran Pin Value=366 ps, Post-Route Setup TNS=0 ps, Initial Util=0.173, Max H-tree Level=1, setup slack, reg-to-reg=2230 ps, Die ar.=10200 µm², Final Worst Setup Slack=1770 ps, R2R Path Start=counter[0]$_DFF_PP0_, status=finished clean, TritonCTS Buffers=3, antenna violations before repair=0, CP Data Required Time=3040 ps, worst hold endpoint=counter[0]$_DFF_PP0_, first-pass GRT wire length=2.88 mm, top cells by area=dfrtp_1 62%, xnor2_1 8.8%, nor2_1 3.8%, nand4_1 3.4%, xor2_1 3.2%, endpoints left unconstrained=9, vias in the first global route=614, max cap viols=0, HP Start=counter[0]$_DFF_PP0_, Worst setup SP type=flip-flop, port buffer count=3, # setup viols final=0, # fillers=671, Yosys chip area=1100 µm², Worst slew margin=0.756, RSZ-0062 raised after global routing=false, CTS root buffer=clkbuf_8, cell area power density=272 nW/µm², Final Skew=3.52 ps, largest net degree at the start of global routing=28, core area=6350 µm², via count=629, Post-Synthesis Cells=89, Cell variety after synth=18, Synth warnings=1, die width=101 µm, Antenna Nets Post-Route=0, DR WL/cell=8.99 µm, # diodes=0, drt total wl=1.56 mm, leakage dissipation=0.527 nW, DP Wirelength=1.12 mm, Hold Path Class=reg -> reg, worst-case reg-to-reg path depth=5, total gr overflow=0, post-route clock period utilization=0.535, Pins Over Slew Limit=0, area of the mapped netlist=1100 µm², Site Rows=29, Layout area overhead=15.8%, Largest register FFs=17, post-place setup slack=2010 ps, Logic area=405 µm², initial drt markers=36, CP endpoint kind=output port, postcts setup bufs=0, Worst Path Max Fanout=1, Clock Tree Buf Depth=2, Worst Hold Path Cells=1, worst skew pair latency=250 ps, vias per cell=3.64, Max-area cell share=0.616, Hold Buf Count CTS=0, CP arrival=1270 ps, Crit Path Class=reg -> out, Post-synth seq share=0.616, min Tclk post-route=2030 ps, post-synthesis cell count from yosys=89, Seq. cell area=676 µm², Chip Height=101 µm, post-cts sizing count=0, Peak VDD IR=0.130 mV, highest clock rate=0.492 GHz, share of cells above drive strength 1=0.0833, Hold Violations, Final=0, IO Count=4, leading area contributor after synthesis=dfrtp_1
## cell usage after synthesis (all sizes together)
library cell and n:
and4 2, nand2 5, nand3 5, xnor2 11
dfrtp 27, nor2b 1, buf 1, ha 1
inv 3, nor2 11, nand4bb 1, nor4 4
xor2 4, nor3 6, nand4 7
## routing by layer
layer | up-vias | GRT usage | share of wire
met3 | 2 | 0.0159 | 0.057
met5 | - | 0 | 0
met4 | 0 | 0.00322 | 0.012
met2 | 7 | 0.0496 | 0.41
li1 | 322 | - | -
met1 | 298 | 0.0477 | 0.52
## area by class of cell
type,count,share of cell area
clock buffers,4,0.0354
inverters,3,0.00886
multi-input cells,58,0.319
flip-flops and latches,27,0.531
well taps,77,0.0758
repair buffers,4,0.0295
## report_power, final
part,leakage (nW),internal (W),switching [W]
Sequential,0.348,0.000202,0
Combinational,0.156,0.00000253,0.00000556
Clock,0.0228,0.0000743,0.0000613
## worst max-delay path by stage
| stage | endpoint | slack [ps] | cells after the start | start |
|---|---|---|---|---|
| after CTS | o_btn | 1730 | 2 | edge_detect$_DFF_PP0_ |
| after global routing | o_btn | 1650 | 2 | edge_detect$_DFF_PP0_ |
| final | o_btn | 1770 | 2 | edge_detect$_DFF_PP0_ |
## metrics by stage
stage                     total power, W  std cells  instance area, µm²   util
after global routing            0.000363        173                1270  0.200
after CTS                       0.000354        173                1270  0.200
final                           0.000346        173                1270  0.200
after global placement          0.000215        169                1230  0.193
after floorplan                 0.000210         89                1100      -
after detailed placement        0.000215        169                1230  0.193
## cell families after synthesis
kind of cell               Yosys count  synth area share
DFF                                 27             0.616
buffers and inverters                4            0.0148
adders and majority gates            1            0.0114
and+or+nand+nor                     42             0.238
xor gates and xnor gates            15             0.120
## cells in the final DEF, fill, tap and decap left out
master / instances
nor2b_1: 1
nor2_1: 11
ha_1: 1
clkdlybuf4s50_1: 3
nand2_1: 5
inv_1: 3
nor3_1: 6
buf_4: 1
and4_1: 2
nor4_2: 2
nand4_1: 6
nor4_1: 1
xnor2_1: 11
nor4_4: 1
clkbuf_1: 1
clkbuf_8: 3
dfrtp_1: 27
nand4_4: 1
nand4bb_1: 1
nand3_1: 5
xor2_1: 4
## worst max-delay path, cell delays in order (launching register included)
cell and delay [ps]:
dfrtp_1 360, nor3_1 180, clkdlybuf4s50_1 490
Power is estimated from default activity; no workload was simulated.
