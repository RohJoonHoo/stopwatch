<file path="design/flow/design.v">
`timescale 1ns / 1ps
module Data_Path (
    input clk,
    input reset,
    input run,
    input clear,
    output [6:0] msec,
    output [5:0] sec,
    output [5:0] min,
    output [4:0] hour
);
    wire w_clk_100hz, tick_sec, tick_min;
    clk_div_100 clk_div_100 (
        .clk  (clk),
        .reset(reset),
        .run  (run),
        .clear(clear),
        .o_clk(w_clk_100hz)
    );
    time_counter #(
        .TICK_COUNT(100),
        .BIT_WIDTH (7)
    ) time_counter_msec (
        .clk(clk),
        .reset(reset),
        .tick(w_clk_100hz),
        .clear(clear),
        .o_time(msec),
        .o_tick(tick_msec)
    );
    time_counter #(
        .TICK_COUNT(60),
        .BIT_WIDTH (6)
    ) time_counter_sec (
        .clk(clk),
        .reset(reset),
        .tick(tick_msec),
        .clear(clear),
        .o_time(sec),
        .o_tick(tick_sec)
    );
    time_counter #(
        .TICK_COUNT(60),
        .BIT_WIDTH (6)
    ) time_counter_min (
        .clk(clk),
        .reset(reset),
        .tick(tick_sec),
        .clear(clear),
        .o_time(min),
        .o_tick(tick_min)
    );
    time_counter #(
        .TICK_COUNT(24),
        .BIT_WIDTH (5)
    ) time_counter_hour (
        .clk(clk),
        .reset(reset),
        .tick(tick_min),
        .clear(clear),
        .o_time(hour),
        .o_tick()
    );
endmodule
module time_counter (
    input clk,
    input reset,
    input tick,
    input clear,
    output [6:0] o_time,
    output o_tick
);
    parameter TICK_COUNT = 100, BIT_WIDTH = 7;
    reg [$clog2(TICK_COUNT)-1:0] count_reg, count_next;
    reg tick_reg, tick_next;
    assign o_time = count_reg;
    assign o_tick = tick_reg;
    always @(posedge clk, posedge reset) begin
        if (reset) begin
            count_reg <= 0;
            tick_reg  <= 0;
        end else begin
            count_reg <= count_next;
            tick_reg  <= tick_next;
        end
    end
    always @(*) begin
        count_next = count_reg;
        tick_next  = 1'b0;
        if (clear) begin
            count_next = 0;
        end else if (tick) begin
            if (count_reg == TICK_COUNT - 1) begin
                count_next = 0;
                tick_next  = 1'b1;
            end else begin
                count_next = count_reg + 1;
                tick_next  = 1'b0;
            end
        end
    end
endmodule
module clk_div_100 (
    input  clk,
    input  reset,
    input  run,
    input  clear,
    output o_clk
);
    parameter FCOUNT = 1_000_000;   
    reg [$clog2(FCOUNT)-1:0] count_reg, count_next;
    reg clk_reg, clk_next;
    assign o_clk = clk_reg;
    always @(posedge clk, posedge reset) begin
        if (reset) begin
            count_reg <= 0;
            clk_reg   <= 0;
        end else begin
            count_reg <= count_next;
            clk_reg   <= clk_next;
        end
    end
    always @(*) begin
        count_next = count_reg;
        clk_next   = clk_reg;
        if (clear == 1'b1) begin
            count_next = 0;
            clk_next   = 0;
        end else if (run == 1'b1) begin
            if (count_reg == FCOUNT - 1) begin
                count_next = 0;
                clk_next   = 1'b1;
            end else begin
                count_next = count_reg + 1;
                clk_next   = 1'b0;
            end
        end
    end
endmodule
</file>
<file path="design/flow/run.sh">
#!/bin/bash
# OpenROAD 26Q1-2900-gdf79404cd8, Yosys 0.63+post, stock flow scripts
make -C /OpenROAD-flow-scripts/flow DESIGN_CONFIG=/design/flow/config.mk WORK_HOME=/design/flow/orfs finish
</file>
<file path="design/flow/config.mk">
export PLATFORM = sky130hd
export DESIGN_NAME = Data_Path
export DESIGN_NICKNAME = Data_Path
export VERILOG_FILES = /design/flow/design.v
export SDC_FILE = /design/flow/constraint.sdc
export NUM_CORES = 4
export LEC_CHECK = 1
export CORE_UTILIZATION = 30
</file>
<file path="design/flow/constraint.sdc">
current_design Data_Path

set clk_period 2.1
set clk_io_pct 0.2

create_clock -name clk0 -period $clk_period [get_ports {clk}]

set non_clock_inputs [all_inputs -no_clocks]
set_input_delay [expr $clk_period * $clk_io_pct] -clock clk0 $non_clock_inputs
set_output_delay [expr $clk_period * $clk_io_pct] -clock clk0 [all_outputs]
</file>
==> results.toml <==
# synthesis and place-and-route metrics
[status]
status = "finished clean"

[power]
irDropWorstVdd_uv = 268
p_leak_nw = 1.20
p_per_area_nw_per_um2 = 513
p_total_mw = 1.55

[grt]
grt_util_all_layers = 0.126
grt-ovfl-total = 0
antenna_found_initial = 0
grt_max_degree = 49
grt_pass1_wl_um = 8660
grt_pass1_vias = 1825

[worst_setup_path]
start_kind = "register"
endpoint_kind = "register"
cp.required_ns = 2.28
reg2reg_depth = 6
critPathMaxFanout = 5
critical_path_class = "reg2reg"
arrival_ns = 2.07

[yosys]
synth_top_area_share = 0.486
synthCells = 262
synth_cell_types = 42
yosys_cells = 262
ys_warn_count = 8
edf_count = 0
top_cell = "dfrtp_1"
async_flop_share = 1.00
yosysTopAreaCell = "dfrtp_1"
common_cells = "dfrtp_1, nor2_1, nand2_1"
netlist_area_um2 = 2470
ys_top_cells_by_area = "dfrtp_1, nor2_1, xnor2_1"
ys.flop_type = "dfrtp_1"
ys_ff = 48
avgSynthCellArea_um2 = 9.44
ys_seq_share = 0.486
yosysChipArea_um2 = 2470

[sta]
timing.fmax_mhz = 529
fin_crit_sh = 0.899
min_period_ns = 1.89
slew_viol_final = 0
slew_headroom = 0.689
setup_tns_ns = 0
setup_viol = 0
worst_pin_slew_ns = 0.463
rsz0062_at_grt = "false"
skew_ns = 0.0111
hold_viol_final = 0
worst_slack_ns = 0.211
whs_ns = 0.461

[finish]
post-route-util = 0.385
layout-drive-gt1-share = 0.0803
comb_area_um2 = 1190
largest_reg_flops = 20
fill_cells = 778
area_growth_pct = 22.2
regArea_um2 = 1200

[clock_tree]
cts_tree = "built"
cts_max_level = 2
clk_latency_ns = 0.30
cts.clk_slew.worst_paths_ns = 0.08
post_cts_buffers = 0
clock_path_buffers = 2
cts-buffers-inserted = 5
hold_buffers = 0
cts_root_buffer = "clkbuf_8"
cts_num_sinks = 48
ctsResizeCount = 0

[drt]
drtIter0Drc = 104
wl_per_cell_um = 12.6
drt_wl_total_um = 5040
ant_nets = 0
drt_pass1_iterations = 5
num_antenna_cells = 0
avgViaCountPerCell = 5.04
detailroute.via_count = 2020
drc = 0

[floorplanning]
rows = 32
die_height_um = 92.8
fp_util = 0.315
chip_area_um2 = 8610
core-area_um2 = 7850
die_x_um = 92.8
io-pin-count = 28

[placement]
finalWeightedCongestion = 0.834
pre_cts_slack_ns = 0.0985
hpwl_um = 3540
numPortBuffers = 27

[hold_path]
hold_path.class = "in2async"

[job]
drv_cap = 0
warning_count = 25
-- path summary, 6_finish.rpt --
path	startpoint	end	slack (ns)
worst max-delay path	clk_div_100.count_reg[1]	clk_div_100.count_reg[14]	0.21
worst min-delay path	reset	clk_div_100.count_reg[19]	0.46
worst max register to register	clk_div_100.count_reg[1]	clk_div_100.count_reg[14]	0.21
worst min register to register	clk_div_100.count_reg[17]	clk_div_100.count_reg[17]	0.52
max in group asynchronous	reset	clk_div_100.count_reg[18]	1.39
min in group clk0	clk_div_100.count_reg[17]	clk_div_100.count_reg[17]	0.52
-- where the power goes --
group / internal, mW / total (mW) / leakage (nW) / switching, mW
Sequential: 0.927 / 0.930 / 0.669 / 0.00315
Clock: 0.238 / 0.542 / 0.0424 / 0.304
Combinational: 0.0291 / 0.0782 / 0.487 / 0.0491
-- cell families after synthesis --
logic type	count (synthesis)	share of synthesized area
and+or+nand+nor	123	0.263
DFF	48	0.486
AOI/OAI and AO/OA	41	0.0966
buffers and inverters	19	0.0324
xor gates and xnor gates	18	0.0637
muxes	8	0.0334
adders and majority gates	5	0.0253
-- layout by cell type, fill, tap and decap left out, types with 2 or more instances in the layout --
cell              n
dfrtp_1          48
nor2_1           36
clkdlybuf4s50_1  27
nand2_1          17
a21oi_1          16
nand3_1          15
o21ai_0          15
nor3_1           11
xnor2_1          11
nand4_1           9
inv_1             9
buf_4             9
xor2_1            7
mux2i_1           6
ha_1              5
clkbuf_8          5
nor4_1            4
nand4b_1          4
or3_1             4
nand3b_1          4
nor3b_1           3
nor2b_1           3
and3_1            3
nand2b_1          2
mux2_2            2
a22oi_1           2
o2111ai_1         2
clkbuf_1          2
buf_12            2
-- per-stage QoR --
step	cell area, um^2	cells
after global routing	3020	401
after global placement	2940	393
after CTS	3020	401
final	3020	401
after detailed placement	2940	393
after floorplan	2470	262
-- layout make-up --
cell class / count / share of cell area
clock inverters: 1 / 0.00290
flip-flops and latches: 48 / 0.398
clock buffers: 7 / 0.0253
inverters: 10 / 0.0124
well taps: 102 / 0.0422
repair buffers: 38 / 0.125
multi-input cells: 195 / 0.395
-- metal layers --
metal / track usage / part of all wire / vias up
met4: 0.0141 / 0.014 / 0
met2: 0.176 / 0.42 / 44
met1: 0.213 / 0.54 / 967
met3: 0.0226 / 0.033 / 5
met5: 0 / 0 / -
li1: - / - / 1004
-- worst max-delay path, stage by stage, from the launching register on --
cell     delay, ns
dfrtp_1       0.40
ha_1          0.24
nand3_2       0.13
or2_1         0.24
o31a_1        0.34
and3_1        0.19
a221o_1       0.25
Power and IR drop assume default switching activity.
